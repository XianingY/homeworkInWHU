$ cat design/flow/run.sh
#!/bin/bash
# OpenROAD 26Q1-2900-gdf79404cd8, Yosys 0.63+post, stock flow scripts
make -C /OpenROAD-flow-scripts/flow DESIGN_CONFIG=/design/flow/config.mk WORK_HOME=/design/flow/orfs finish
$ cat design/flow/config.mk
export PLATFORM = sky130hd
export DESIGN_NAME = MuxRtoALU
export DESIGN_NICKNAME = MuxRtoALU
export VERILOG_FILES = /design/flow/design.v
export SDC_FILE = /design/flow/constraint.sdc
export NUM_CORES = 4
export LEC_CHECK = 1
export CORE_AREA = 10 10 84 84
export DIE_AREA = 0 0 94 94
$ cat design/flow/constraint.sdc
current_design MuxRtoALU

set clk_period 4.3
set clk_io_pct 0.2

create_clock -name clk0 -period $clk_period

set non_clock_inputs [all_inputs -no_clocks]
set_input_delay [expr $clk_period * $clk_io_pct] -clock clk0 $non_clock_inputs
set_output_delay [expr $clk_period * $clk_io_pct] -clock clk0 [all_outputs]
$ cat design/flow/design.v
module MuxRtoALU(
	input [31:0]ReadData2,
	input [31:0]ReadData1,
	input [31:0]PC,
	input [31:0]extend,
	input [1:0]ALUSrc,
	input right,
	output reg[31:0]ALUData1,
	output reg[31:0]ALUData2
);
always@(*)
begin
    if(ALUSrc==2'b11) 
    begin
        ALUData1=PC<<2;
        ALUData2=extend;
    end
    else if(ALUSrc==2'b10) 
    begin
        ALUData1=0;
        ALUData2=extend;
    end
    else if(ALUSrc==2'b01)
    begin
        ALUData1=ReadData1;
        ALUData2=right?(extend<<1):extend;
    end
    else
    begin
        ALUData1=ReadData1;
        ALUData2=ReadData2;
    end
end
endmodule
==> run_results.csv <==
group,metric,value,unit
outcome,status,"finished clean",
critical_path,crit_cells,6,
final_timing,hold_viol_final,0,
critical_path,critical_path.max_stage_delay,0.59,ns
yosys,netlist.area_leader.share,30.1,%
die,coreArea,5200,sq um
place,port_buffers,193,
yosys,ys_cells,157,
critical_path,crit_top_cell,"clkdlybuf4s50_1",
die,fp_util,23.1,%
route,first_iter_violations,68,
final_timing,max_clock_freq,0.266,GHz
clock_tree,cts_resized,0,
clock_tree,postCtsSetupBuffers,0,
critical_path,critPathLaunch,"ALUSrc[1]",
yosys,common_cells,"33 x o22ai_1, 31 x a21oi_1, 30 x a22o_1",
critical_path,crit_path_start_kind,"input port",
clock_tree,cts_hold_buf,0,
yosys,yosys-stat-area,1200,sq um
power,p_leak,1.13,nW
global_routing,grt_start_max_net_pins,34,
global_routing,grt_overflow,0,
critical_path,critical_path_required,3.44,ns
route,antenna_cells,0,
power,ir_worst_vdd,0.0514,mV
final_timing,slew_headroom,67.9,%
yosys,ys_top_cells_by_area,"o22ai_2 30%, a22o_1 22%, o22ai_1 17%",
route,via_count,2066,
yosys,largest_area_cell,"o22ai_2",
final_timing,rsz0062_at_grt,"false",
yosys,ys.warnings.count,1,
layout,area_growth,163,%
layout,finalNonFillerCells,406,
layout,clkbuf_count,0,
place,gp_congestion,0.888,
place,dp_hpwl,7.05,mm
route,drtPass1Iterations,4,
critical_path,crit_family,"buffers and inverters",
global_routing,track_usage,17.1,%
critical_path,setup.worst_path.end,"ALUData2[31]",
power,p_per_area,111,nW/um^2
flow_run,warning_count,35,
yosys,netlist_instances,157,
yosys,top_cell,"o22ai_1",
route,ant_nets,0,
final_timing,period_used_share,87.3,%
final_timing,setup_viol,0,
min_path,hold_path_class,"input port to primary output",
route,route.detailed.drc,0,
critical_path,critical_path.cell_chain,"clkdlybuf4s50_1 -> or2_2 -> buf_4 -> o22ai_1 -> a21oi_1 -> clkdlybuf4s50_1",
flow_run,drv_cap,0,
critical_path,cp-end-kind,"primary output",
final_timing,worst_pin_slew,0.481,ns
final_timing,period_needed,3.75,ns
critical_path,critPathSlowestCell,"clkdlybuf4s50_1",
route,wl,8.42,mm
layout,drive_above_1_share,12.2,%
place,dp_cells,406,
route,wl_per_cell,20.7,microns
die,die_y,94,microns
yosys,ys_seq_share,0,%
global_routing,antenna_found_initial,0,
critical_path,crit_buf_inv,3,
die,die_x,94,microns
critical_path,path_max_fanout,14,
final_timing,maxSlewViolCount,0,
layout,flop-count,0,
yosys,ys_types,15,
min_path,min_from,"ReadData2[0]",
layout,regArea,0,sq um
yosys,avgSynthCellArea,7.67,sq um
critical_path,crit_type,"input port to primary output",
yosys,synth_area,1200,sq um
layout,fillers,463,
layout,logic_area,1030,sq um
critical_path,worstPathArrival,2.89,ns
die,chipArea,8840,sq um
die,rows,26,
global_routing,grt_pass1_wl,12.1,mm
route,viasPerCell,5.09,
final_timing,fin_setup_tns,0,ns
global_routing,grt_pass1_vias,2005,
die,pin_count,195,
worst min-delay path by stage:
| stage | to | slack (ns) | depth (start not counted) |
|---|---|---|---|
| CTS | ALUData2[0] | 2.66 | 4 |
| global route | ALUData2[0] | 2.68 | 4 |
| finish | ALUData2[0] | 2.66 | 4 |
power breakdown:
| group | switching [W] | internal, W | total [W] |
|---|---|---|---|
| Combinational | 0.000103 | 0.000246 | 0.000350 |
| Sequential | 0 | 0 | 0 |
| Clock | 0 | 0 | 0 |
layout make-up:
class | instances | share of cell area, %
tap | 70 | 2.77
inverter | 2 | 0.237
multi-input combinational | 131 | 32.7
timing repair buffer | 203 | 64.3
cells by family after synthesis:
| logic type | Yosys count | synth area share, % |
|---|---|---|
| buffers and inverters | 26 | 14.0 |
| AND/OR/NAND/NOR | 6 | 3.12 |
| AND-OR/OR-AND | 125 | 82.8 |
cells in the final DEF, fill, tap and decap left out:
cell,instances
clkdlybuf4s50_1,193
o22ai_1,33
inv_2,1
nand2b_1,1
a22o_1,30
buf_4,8
inv_1,1
a21oi_1,31
nor2b_1,3
o22ai_2,29
and2_1,1
o21ai_1,1
o21ai_0,1
buf_12,2
or2_2,1
metrics by stage:
| stage | power (W) | cell area (sq um) | hold WS [ns] | setup slack (ns) | utilization (%) |
|---|---|---|---|---|---|
| 6_report | 0.000350 | 3160 | 2.66 | 0.547 | 60.7 |
| 3_3_place_gp | 0.000351 | 3160 | 2.68 | 0.548 | 60.7 |
| 3_5_place_dp | 0.000352 | 3160 | 2.66 | 0.537 | 60.7 |
| 2_1_floorplan | 0.000102 | 1200 | 1.73 | 1.88 | - |
| 5_1_grt | 0.000375 | 3160 | 2.68 | 0.410 | 60.7 |
| 4_1_cts | 0.000354 | 3160 | 2.66 | 0.522 | 60.7 |
per-layer routing:
metal | vias up | global-route usage [%] | wire length [microns]
li1 | 1025 | - | -
met1 | 930 | 21.3 | 3540
met2 | 109 | 29.6 | 4010
met3 | 2 | 5.57 | 836
met4 | 0 | 0.506 | 27
met5 | - | 0 | 0
Power and IR drop assume default switching activity.
