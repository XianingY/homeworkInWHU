**run.sh**
```bash
#!/bin/bash
# OpenROAD 26Q1-2900-gdf79404cd8, Yosys 0.63+post, stock flow scripts
make -C /OpenROAD-flow-scripts/flow DESIGN_CONFIG=/design/flow/config.mk WORK_HOME=/design/flow/orfs finish
```
**config.mk**
```make
export PLATFORM = sky130hd
export DESIGN_NAME = IDEX
export DESIGN_NICKNAME = IDEX
export VERILOG_FILES = /design/flow/design.v
export SDC_FILE = /design/flow/constraint.sdc
export NUM_CORES = 4
export LEC_CHECK = 1
export CORE_AREA = 10 10 209 209
export DIE_AREA = 0 0 219 219
```
**constraint.sdc**
```tcl
current_design IDEX

set clk_period 1.0
set clk_io_pct 0.2

create_clock -name clk0 -period $clk_period [get_ports {CLK}]

set non_clock_inputs [all_inputs -no_clocks]
set_input_delay [expr $clk_period * $clk_io_pct] -clock clk0 $non_clock_inputs
set_output_delay [expr $clk_period * $clk_io_pct] -clock clk0 [all_outputs]
```
**design.v**
```verilog
`timescale 1ns / 1ps
module IDEX(  
    input CLK,  
    input Reset,  
    input flushIn,
    input stallIn,
    input[18:0] controlsIn, 
    input[31:0] Data1In, 
    input[31:0] Data2In, 
    input[31:0] Imm32In,
    input[31:0] AddrIn,
    input[4:0] rdIn,
    input[4:0] rs1In,
    input[4:0] rs2In,
    output reg[18:0] controlsOut, 
    output reg[31:0] Data1Out,
    output reg[31:0] Data2Out,
    output reg[31:0] Imm32Out,
    output reg[31:0] AddrOut, 
    output reg[4:0] rdOut,
    output reg[4:0] rs1Out,
    output reg[4:0] rs2Out
    );
  always @(posedge CLK or negedge Reset) begin
    if (!Reset) begin 
        controlsOut<=0; 
        AddrOut<=0;
        Data1Out<=0;
        Data2Out<=0;
        Imm32Out<=0;
        rdOut<=0;
        rs1Out<=0;
        rs2Out<=0;
        end
    else if (flushIn) begin 
        controlsOut<=0;
        Data1Out<=0;
        Data2Out<=0;
        Imm32Out<=0;
        rs1Out<=0;
        rs2Out<=0;
        AddrOut<=0;
        rdOut<=0; 
        end
    else if (stallIn==0) begin
        controlsOut<=controlsIn;
        Data1Out<=Data1In;
        Data2Out<=Data2In;
        Imm32Out<=Imm32In;
        rs1Out<=rs1In;
        rs2Out<=rs2In;
        AddrOut<=AddrIn;
        rdOut<=rdIn;
        end
    else begin 
        controlsOut<=0;
        Data1Out<=0;
        Data2Out<=0;
        Imm32Out<=0;
        rs1Out<=0;
        rs2Out<=0;
        AddrOut<=0;
        rdOut<=0; 
        end
    end
endmodule
```
==> CHANGELOG.md <==
### Changed

- Ports: 328
- Total Power: 15200 uW
- # Cells Yosys: 360
- CP max stage cell: dfrtp_1
- Vias/cell: 3.42
- Via count: 4333
- Syn Inst Count: 360
- Final Hold Viols: 0
- P&R area growth vs syn: 69.1%
- Relative slew slack: 74.3%
- Pint: 11600 uW
- Die Ht: 219 microns
- CP Depth: 1
- Final Cycle Share: 120%
- Synth Warn #: 1
- Post-Syn Area per Cell: 16.6 sq um
- H-tree levels: 4
- Crit path buf inv count: 1
- Power Density: 1500 mW/mm^2
- Leakage: 0.00470 uW
- Crit-path cells: buf_2
- Number of nets with antenna violations after routing: 0
- Die X: 219 microns
- Slew Limit Fails: 0
- Cell Type Count: 5
- Initial antenna violation count: 0
- CTS root buf: clkbuf_16
- Dpl hpwl: 16300 microns
- Netlist Area Pre-Place: 0.00597 sq mm
- RSZ-0062 raised after global routing: yes
- WL final: 21700 microns
- VDD IR max: 1.15 mV
- CP endpoint: controlsOut[7]
- Largest net degree at the start of global routing: 37
- Seq pwr share: 45.1%
- Worst-Margin Slew: 0.384 ns
- Seq/Total Area, Yosys: 67.9%
- Sw Ratio: 23.5%
- Chip area: 0.0480 sq mm
- Wirelength per Cell: 17.2 microns
- DR pass1 iterations: 4
- Init Core Util: 15.3%
- Antenna diodes: 0
- Worst Setup SP: controlsOut[7]
- Peak Freq: 0.832 GHz
- Combinational cell fraction of total power: 12.5%
- CTS tree: done
- Worst setup EP type: output pin
- Maxcap violations: 0
- Tool warning count: 27
- Core Box Area: 0.0389 sq mm
- Util after Layout: 25.9%
- CP Max Fanout: 1
- Final setup viols: 162
- Setup TNS: -16.31 ns
- CTS Buffer Depth: 2
- GP Congestion: 0.773
- Global route total overflow: 0
- # rows: 72
- Status: complete, but fails checks
- Clk pin slew, worst setup/hold paths: 0.06 ns
- First-pass GRT wire length: 32100 microns
- DRT iter0 DRCs: 137
- Net switching power: 3570 uW
- Violated checks: setup timing
- Vias in the first global route: 4911
- Seq cells post-synth: 162
- CTS sink count: 162
- Clock power frac: 42.3%
- Crit path time final: 1.20 ns
- Drc violations: 0
- Total Routing Usage GR: 8.87%
- Family with the most delay on the worst path: flip-flops
- WS Path Type: reg2out
- Worst Hold Class: in2reg
- Top cells excl fill/tap: 162 x dfrtp_1, 162 x clkdlybuf4s50_1, 162 x buf_2, 82 x nor3b_1, 80 x nor3b_2
- CP startpoint kind: register
- Buffers added on ports: 327
- Yosys-reported design area after synthesis: 0.00597 sq mm
- Layout cells sized above 1: 45.5%
- Critical path's largest stage delay: 0.43 ns
- Final WS setup: -0.202 ns
- WP data arrival: 1.00 ns
- Number of CTS-inserted buffers: 17
- Data required, critical path: 0.80 ns
flip-flops by register name (all words and copies together) (netlist names):
signal and count:
AddrOut 32, Data1Out 32, Data2Out 32, Imm32Out 32, controlsOut 19, rdOut 5, rs1Out 5, rs2Out 5
how the worst min path moves through the flow:
stage / depth (start not counted) / slack [ns] / from / endpoint
finish: 2 / 0.08 / flushIn / Imm32Out[2]
CTS: 2 / 0.06 / flushIn / Imm32Out[5]
global route: 2 / 0.07 / flushIn / Imm32Out[23]
cells by family after synthesis:
| family | after synthesis | synth area share, % |
|---|---|---|
| and+or+nand+nor | 162 | 27.1 |
| buffers and inverters | 36 | 5.01 |
| DFF | 162 | 67.9 |
per-layer routing:
metal,GRT usage [%],wire (microns),up-vias
li1,-,-,1976
met1,11.2,8870,2092
met2,13.2,9390,255
met3,5.51,3270,10
met4,0.850,186,0
met5,0,0,-
power by group through the flow:
stage	Sequential [uW]	Combinational, uW	Clock, uW
5_1_grt	6880	2080	7030
4_1_cts	6860	1970	6740
6_report	6860	1900	6430
cells in the mapped netlist (all sizes together):
master  instances  area (sq um)
nor3b         162          1620
dfrtp         162          4050
buf            36           299
timing repair:
item                                    4_1_cts  5_1_grt
resized                                     528        0
endpoints found under the setup margin      162      324
endpoints found under the hold margin        71      162
hold buffers                                  4        1
setup buffers                                 0        0
metrics by stage:
stage | instance area (sq um) | hold WS [ns] | cells | setup slack [ns]
after floorplan | 5970 | -0.0956 | 360 | 0.165
after global placement | 10300 | 0.125 | 1231 | -0.172
after detailed placement | 10300 | 0.134 | 1231 | -0.153
after CTS | 10100 | 0.0602 | 1266 | -0.258
after global routing | 10100 | 0.0701 | 1266 | -0.269
final | 10100 | 0.0778 | 1266 | -0.202
area by class of cell:
type                       instances  area, sq um
sequential                       162         4050
clock buffer                      20          467
tap                              518          648
multi-input combinational        162         1620
timing repair buffer             393         3200
fill                            4092        28800
clock inverter                    11          106
No activity file was given, so power comes from the tool's default toggle rates.
