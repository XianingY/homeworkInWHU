[/design/flow/run.sh]
#!/bin/bash
# OpenROAD 26Q1-2900-gdf79404cd8, Yosys 0.63+post, stock flow scripts
make -C /OpenROAD-flow-scripts/flow DESIGN_CONFIG=/design/flow/config.mk WORK_HOME=/design/flow/orfs finish
[/design/flow/config.mk]
export PLATFORM = sky130hd
export DESIGN_NAME = EXMEM
export DESIGN_NICKNAME = EXMEM
export VERILOG_FILES = /design/flow/design.v
export SDC_FILE = /design/flow/constraint.sdc
export NUM_CORES = 4
export LEC_CHECK = 1
export CORE_AREA = 10 10 247 247
export DIE_AREA = 0 0 257 257
[/design/flow/constraint.sdc]
current_design EXMEM

set clk_period 1.0
set clk_io_pct 0.2

create_clock -name clk0 -period $clk_period [get_ports {CLK}]

set non_clock_inputs [all_inputs -no_clocks]
set_input_delay [expr $clk_period * $clk_io_pct] -clock clk0 $non_clock_inputs
set_output_delay [expr $clk_period * $clk_io_pct] -clock clk0 [all_outputs]
[/design/flow/design.v]
`timescale 1ns / 1ps
module EXMEM(  
    input CLK,  
    input Reset,  
    input flushIn,
    input[18:0] controlsIn, 
    input zeroIn, 
    input[31:0] resultIn,
    input[31:0] Data2In,
    input[31:0] Imm32In,
    input[31:0] PCRelAddrIn,
    input[31:0] retAddrIn,
    input[4:0] rdIn,
    output reg[18:0] controlsOut, 
    output reg zeroOut,
    output reg[31:0] resultOut,
    output reg[31:0] PCRelAddrOut,
    output reg[31:0] Data2Out,
    output reg[31:0] Imm32Out,
    output reg[31:0] retAddrOut,
    output reg[4:0] rdOut
    );
  always @(posedge CLK or negedge Reset) begin
    if (!Reset) begin 
      controlsOut<=0;
      zeroOut<=0;
      resultOut<=0;
      PCRelAddrOut<=0;
      Data2Out<=0;
      Imm32Out<=0;
      retAddrOut<=0;
      rdOut<=0;
      end
    else if (flushIn) begin 
        controlsOut[18:10]<=0;
        controlsOut[7:4]<=0;
        controlsOut[3:0]<=0;
        controlsOut[9:8]<=(controlsIn[9:8]==2'b10)?controlsIn[9:8]:0;
        controlsOut[4]<=(controlsIn[9:8]==2'b10)?1:0;
        zeroOut<=0;
        resultOut<=0;
        Data2Out<=0;
        Imm32Out<=0;
        PCRelAddrOut<=0;
        retAddrOut<=retAddrIn;
        rdOut<=(controlsIn[9:8]==2'b10)?rdIn:0; 
        end
    else begin
        controlsOut<=controlsIn; 
        zeroOut<=zeroIn; 
        resultOut<=resultIn;
        Data2Out<=Data2In; 
        Imm32Out<=Imm32In; 
        PCRelAddrOut<=PCRelAddrIn; 
        retAddrOut<=retAddrIn; 
        rdOut<=rdIn;
        end
    end
endmodule
==> impl_metrics.ini <==
; flow metrics
[outcome]
outcome = finished, violations left
violations = setup timing

[worst_setup_path]
crit_arrival_ns = 1.11
slowest_stage = dfrtp_2
critical_path_required_ns = 0.80
cp_max_fo = 1
startpoint_type = flop
crit_start = resultOut[31]$_DFF_PN0_
worst_path_dominant_cell_family = flip-flops
critPathKind = flop to output port
end_kind = output port
path_buffers = 1
slowest_delay_ns = 0.48
path_cells = buf_2

[global_routing]
grt_pass1_vias = 4681
grt_pass1_wl_um = 34800
grt_overflow = 0
track_usage = 0.0731
antenna_found_initial = 12
grt_max_degree = 40

[floorplanning]
die_h_um = 257
std_cell_rows = 86
core-area_um2 = 55300
pin_count = 373
initial_core_util = 0.104
dieWidth_um = 257
die-area_um2 = 66000

[final_timing]
max_freq_mhz = 765
worst_pin_slew_ns = 0.265
fin_crit_ns = 1.31
hold_viol_final = 0
rsz0062_at_grt = true
setup_ws_ns = -0.307
fin_crit_sh = 1.31
timing.final.max_slew_violations = 0
timing.hold.ws_ns = 0.127
relSlewSlack = 0.823
setup_viol = 185

[cts]
root_buffer = clkbuf_16
post_cts_buffers = 0
path_clk_slew_ns = 0.07
clock-sinks = 185
clockBufferDepth = 2
cts_tree = done
htreeDepth = 4
cts-buffers-inserted = 17

[synth]
ys_sh_adder = 0
synth.distinct_cells = 11
logic_family = simple AND/OR/NAND/NOR gates
yosys.area_share.simple = 0.169
top_cells_by_area = dfrtp_1, nor2b_1, and2b_1
xor_share = 0
top_area_frac = 0.805
syn_area_um2 = 5750
yosys.area.top_type = dfrtp_1
ys_ff = 185
synth-warning-count = 1
synthCells = 357
ys_sh_aoi = 0.00784
yosys_area_um2 = 5750
ys_cells = 357
syn_area_per_cell_um2 = 16.1
mux_share = 0.00174
ys_seq_share = 0.805

[layout]
n_fill_cell = 6078
post_route_cells_drive_above_1_share = 0.329
utilization = 0.189
layout_top_cells = clkdlybuf4s50_1, dfrtp_1, buf_2, nor2b_1, and2b_1
syn2layout_area_growth_pct = 81.8
mostFrequentLayoutCell = clkdlybuf4s50_1
logic_area_um2 = 1020
final-seq-area_um2 = 4630

[routing]
wirelength_um = 24100
route.vias.total = 4216
firstDrtPassIters = 4
drtIter0Drc = 133
via_per_inst = 2.75
topRoutingLayerUsed = met5
wl_per_cell_um = 15.7
route.met2.wl_um = 10100
drc = 0
dr_wl_met3_um = 3910
ant_nets = 0
wl_met1_um = 9560

[placed_design]
gp_congestion = 0.820
portBuffers = 372
post-dp-hpwl_um = 19300
dp_slack_ns = -0.262

[worst_hold_path]
hp-start = flushIn
hold_class = input pin to flop

[run]
warnings = 27
cap_violations = 0

[power]
total_leakage_power_uw = 0.00494
powerDensity_nw_per_um2 = 1630
ir_drop_mv = 1.30
p_total_uw = 17100
## layout make-up
class | count | share of cell area
flip-flops and latches | 185 | 0.443
repair buffers | 410 | 0.309
multi-input cells | 154 | 0.0981
well taps | 748 | 0.0896
clock buffers | 18 | 0.0411
clock inverters | 13 | 0.0177
diodes | 2 | 0.000479
inverters | 1 | 0.000359
## power by group
| part | total (uW) | internal, uW | leakage (uW) | switching, uW |
|---|---|---|---|---|
| Clock | 7290 | 4010 | 0.000304 | 3280 |
| Sequential | 7960 | 7860 | 0.00234 | 108 |
| Combinational | 1800 | 1200 | 0.00229 | 602 |
## state kept, by name, indices dropped and copies added (netlist names)
register,flops
zeroOut,1
rdOut,5
PCRelAddrOut,32
Data2Out,32
controlsOut,19
Imm32Out,32
resultOut,32
retAddrOut,32
## final timing paths
kind                       cells after the start                      to
max                                            1           resultOut[31]
min                                            3   Data2Out[3]$_DFF_PN0_
max in group asynchronous                      4  Data2Out[31]$_DFF_PN0_
min in group asynchronous                      3  Data2Out[28]$_DFF_PN0_
## cell usage after synthesis (all sizes together)
master,instances
nand2b,1
buf,9
dfrtp,185
inv,1
and2b,40
a21boi,6
nor2b,106
clkbuf,8
mux2i,1
## repair_timing
action,in CTS,in global routing
resized,624,0
cloned,0,0
setup endpoints to repair,185,185
hold buffers,2,0
endpoints found under the hold margin,185,0
## per-layer routing
layer,up-vias,global-route usage
li1,1911,-
met1,1985,0.0870
met2,273,0.105
met3,33,0.0555
met5,-,0
met4,14,0.0110
## logic make-up after synthesis
logic type	Yosys count
flip-flops	185
buffers and inverters	18
AND-OR/OR-AND	6
AND/OR/NAND/NOR	147
multiplexers	1
## through the flow
| step | instance area [um2] | TNS, ns | std cells |
|---|---|---|---|
| final | 10400 | -27.79 | 1531 |
| after global routing | 10400 | -42.14 | 1529 |
| after CTS | 10400 | -42.54 | 1529 |
| after detailed placement | 10700 | -4.28 | 1496 |
| after global placement | 10700 | -4.54 | 1496 |
| after floorplan | 5750 | 0 | 357 |
Power figures rest on the tool's default switching activity, not on a simulated workload.
